<file path="flow/config.mk">
export PLATFORM = sky130hd
export DESIGN_NAME = top
export DESIGN_NICKNAME = top
export VERILOG_FILES = /design/flow/design.v
export SDC_FILE = /design/flow/constraint.sdc
export NUM_CORES = 4
export LEC_CHECK = 1
export CORE_AREA = 10 10 88 88
export DIE_AREA = 0 0 98 98
</file>
<file path="flow/constraint.sdc">
current_design top

set clk_period 4.4
set clk_io_pct 0.2

create_clock -name clk0 -period $clk_period [get_ports {clk}]

set non_clock_inputs [all_inputs -no_clocks]
set_input_delay [expr $clk_period * $clk_io_pct] -clock clk0 $non_clock_inputs
set_output_delay [expr $clk_period * $clk_io_pct] -clock clk0 [all_outputs]
</file>
<file path="flow/design.v">
`timescale 1ns / 1ps
module axi_s_m(
input wire m_aclk,
input wire m_resetn,
input wire newd,
input wire m_tready,
input wire[7:0] din,
output wire m_tvalid,
output wire [7:0] m_tdata,
output wire m_tlast
    );
    reg [2:0] count=0;  
    typedef enum bit {idle=0, tx=1} state_t;
    state_t state = idle;;
    state_t next_state =idle;
    always @(posedge m_aclk) begin
    if(!m_resetn)
    state<=idle;
    else
   state<=next_state;
   end
   always @(*) begin
   case(state) 
   idle: next_state = (newd)?tx:idle;
   tx: next_state = m_tready?((count!=3)?tx:idle):tx;
   default: next_state=idle;
   endcase
   end
   always @(posedge m_aclk) begin 
   if(state==idle)
   count<=0;
   else if(state ==tx && count!=3 && m_tready)
   count<=count+1;
   else count<=count;
   end
   assign m_tdata=(m_tvalid)?din*count:0;  
   assign m_tvalid = (state==tx)?1:0;  
   assign m_tlast = (count==3&&state==tx)?1'b1:1'b0;
endmodule
module axi_s_s(
input wire s_aclk,
input wire s_resetn,
output wire s_tready,
output wire[7:0] dout,
input wire s_tvalid,
input wire [7:0] s_tdata,
input wire s_tlast
    );
    typedef enum bit {idle=0, rx=1} state_t;
    state_t state = idle;;
    state_t next_state =idle;
    always @(posedge s_aclk) begin
    if(!s_resetn)
    state<=idle;
    else
   state<=next_state;
   end
   always @(*) begin
   case(state) 
   idle: next_state = (s_tvalid)?rx:idle;
   rx: next_state = (!s_tlast && s_tvalid)?rx:idle;
   default: next_state=idle;
   endcase
   end
   assign dout = (state ==rx)?s_tdata:8'h00;;
   assign s_tready = (state==rx);
endmodule
module top(input clk, 
input areset, 
input newd, 
input [7:0] din,
output [7:0] dout);
wire last, valid, ready;
wire [7:0] data; 
    axi_s_m master (
    .m_aclk(clk),
    .m_resetn(areset),
    .newd(newd),
    .m_tready(ready),
    .din(din),
    .m_tvalid(valid),
    .m_tdata(data),
    .m_tlast(last)
);
axi_s_s slave (
    .s_aclk(clk),
    .s_resetn(areset),
    .s_tready(ready),
    .s_tvalid(valid),
    .s_tdata(data),
    .s_tlast(last),
    .dout(dout)
);
endmodule
</file>
<file path="flow/run.sh">
#!/bin/bash
# OpenROAD 26Q1-2900-gdf79404cd8, Yosys 0.63+post, stock flow scripts
make -C /OpenROAD-flow-scripts/flow DESIGN_CONFIG=/design/flow/config.mk WORK_HOME=/design/flow/orfs finish
</file>
==> design notes <==
For this run, the total global-route usage over all layers was measured as 3.61%. As logged by OpenROAD, the buffers inserted on ports number 18. The tools report the highest attainable clock frequency as 237 MHz.

The area fraction of the dominant cell type after synthesis came out at 16.7%. For the number of instances in the synthesized netlist, the log shows 88. The TritonCTS buffer count was 3; the core area was 5920 um2.

Entering global routing, the biggest net connects 11 pins. Clock tree synthesis found a total of 5 sinks. For the count of TritonRoute iterations in the first routing pass, the log shows 4.

Power spread over the standard cell area amounts to 166 nW/um2. The number of standard cells in the layout, taps in and fillers out is 183, and the total number of vias is 634. In this run the worst hold path is classified as reg -> reg. The final weighted congestion in routability-driven placement is 0.799, and the post-detailed-route count of antenna-violating nets is 0. The headroom to the max-slew limit is 74.5%, and the DRC violation count after routing is 0. Dividing the synthesized area by the synthesized cell count gives 8.18 um2. Per the run report, area growth between synthesis and finish was 47.0%. The wire length of the first global-routing pass was 3010 um; the starting density of the core was 12.2%.

After detailed routing, the average wire length per cell comes to 9.49 um. The post-synth count of flops with an enable pin is 0. The run gives 0 for the total overflow reported by the global router. The root buffer cell chosen for the clock tree is sky130_fd_sc_hd__clkbuf_8.

The wire-length estimate of the detail-placed layout is 1430 um. The run gives 4 for the largest fanout on the critical path. Of the cells placed in the final design, the portion with a size suffix greater than 1 is 13.0%. The biggest area contributor in the post-synthesis netlist is sky130_fd_sc_hd__fa_1. Data on the critical path is required at its endpoint by 3520 ps. Across the VDD grid, the largest voltage drop is 0.0694 mV. Sequential elements use 13.9% of the synthesized area. Per the final report, max-transition violations number 0. Per the finish-stage timing summary, setup violations number 0. Before CTS, the worst setup slack after placement is -165 ps. Counting the warning lines in the Yosys log gives 2. The flow ran to the end, and the final reports show no timing, DRC or antenna violations. The routed design shows a via density per instance of 3.46. At the worst endpoint, the arrival time is 3340 ps.

Once the clock tree was built, the setup fixing pass inserted 0 buffers. Reported max-cap violation count: 0. The logs give 647 for the filler cell count in the final layout and 31 for the first-iteration detailed-routing DRC count.

From left edge to right edge, the die measures 98 um. Most used flip-flop cell: sky130_fd_sc_hd__dfxtp_1. From bottom edge to top edge, the die measures 98 um. With the OpenROAD warning count at 25, the H-tree depth is 1. The run gives 5 for the register bit total from synthesis. Ranked by total cell area, the synthesized netlist is headed by sky130_fd_sc_hd__fa_1 (17%), sky130_fd_sc_hd__dfxtp_1 (14%), sky130_fd_sc_hd__ha_1 (14%), sky130_fd_sc_hd__nand2_1 (9.9%), sky130_fd_sc_hd__inv_1 (5.2%). Fraction of registers with async set/reset: 0%.

TritonCTS built the clock tree. Looking at the gate-level netlist, the highest instance count belongs to sky130_fd_sc_hd__nand2_1. The critical path class is in -> out.

After layout, the minimum clock period comes to 4220 ps. The tools report the number of failing hold endpoints at the final stage as 0. The gate-level netlist out of Yosys references 26 unique cell types. The number of antenna violations at the first check in global routing is 0, and the total cells reported by yosys after synthesis is 88.

Setup repair after global routing left no endpoint under its margin. The tools report the number of placed I/O pins as 19. The run gives 678 for the number of global-route vias before repair. The die outline area is 9600 um2, and the summed instance area of the synthesized netlist is 719 um2. The final critical path takes up 95.9% of the cycle.

Setup total negative slack on the finished layout was measured at 0 ps. For reference, the placement row count at floorplan is 28. The cell count after placement was 179; the area of the synthesized netlist per yosys stat was 719 um2. Leakage power of the design: 0.490 nW. With the overall routed net length at 1740 um, the count of inserted antenna diode cells is 0. Total power for the finished layout comes to 0.000176 W. The worst setup path is captured at an output port.

The run gives 3.39 ps for the final setup skew. The tools report the startpoint class of the critical path as an input pin. The timing report gives the clock slew at the launch and capture registers of the worst setup and hold paths as 30 ps. For the pin with the worst max-slew slack, the measured transition is 382 ps.

The run gives 2 as the deepest clock path buffer count. After synthesis, the most frequently instantiated cells are sky130_fd_sc_hd__nand2_1 (19), sky130_fd_sc_hd__inv_1 (10), sky130_fd_sc_hd__ha_1 (8). Once routing completed, OpenROAD measured the worst setup slack at 182 ps. As reported, the later end of the worst-skew pair has a clock insertion delay of 220 ps.
==> area by class of cell <==
class / count / area (um2) / area share (%)
timing repair buffer: 19 / 189 / 17.9
clock buffer: 4 / 45.0 / 4.26
tap: 75 / 93.8 / 8.88
inverter: 10 / 37.5 / 3.55
multi-input combinational: 70 / 592 / 56.0
sequential: 5 / 100 / 9.47
==> state kept, by name, summed over array words and instances, names as in the netlist <==
register	count
master.count	3
master.state	1
slave.state	1
==> final timing paths <==
| kind | from | to | slack, ps | depth (start not counted) |
|---|---|---|---|---|
| hold reg to reg | slave.state$_SDFF_PN0_ | slave.state$_SDFF_PN0_ | 560 | 1 |
| hold / removal | slave.state$_SDFF_PN0_ | slave.state$_SDFF_PN0_ | 560 | 1 |
| setup reg to reg | master.count[0]$_SDFFE_PN0P_ | master.count[0]$_SDFFE_PN0P_ | 2830 | 5 |
| setup / recovery | din[5] | dout[7] | 180 | 9 |
==> metrics by stage <==
| stage | hold WS, ps | utilization, % | instance area [um2] |
|---|---|---|---|
| 2_1_floorplan | 490 | - | 719 |
| 3_3_place_gp | 534 | 16.5 | 977 |
| 3_5_place_dp | 547 | 16.5 | 977 |
| 4_1_cts | 564 | 17.3 | 1030 |
| 5_1_grt | 598 | 17.9 | 1060 |
| 6_report | 563 | 17.9 | 1060 |
==> cells in the final DEF, fill, tap and decap left out, types with 3 or more instances in the layout <==
| cell type | count |
|---|---|
| sky130_fd_sc_hd__ha_1 | 5 |
| sky130_fd_sc_hd__xor2_1 | 4 |
| sky130_fd_sc_hd__and2_1 | 4 |
| sky130_fd_sc_hd__nand2_1 | 19 |
| sky130_fd_sc_hd__fa_1 | 5 |
| sky130_fd_sc_hd__a21oi_1 | 3 |
| sky130_fd_sc_hd__inv_1 | 10 |
| sky130_fd_sc_hd__and3_1 | 4 |
| sky130_fd_sc_hd__clkbuf_8 | 3 |
| sky130_fd_sc_hd__nor2_1 | 3 |
| sky130_fd_sc_hd__dfxtp_1 | 5 |
| sky130_fd_sc_hd__dlygate4sd2_1 | 3 |
| sky130_fd_sc_hd__clkdlybuf4s50_1 | 13 |
==> worst max-delay path, cell delays in order <==
cell	delay [ps]
sky130_fd_sc_hd__clkdlybuf4s50_1	520
sky130_fd_sc_hd__nand2_1	90
sky130_fd_sc_hd__fa_1	510
sky130_fd_sc_hd__inv_1	60
sky130_fd_sc_hd__ha_4	280
sky130_fd_sc_hd__nand4_1	110
sky130_fd_sc_hd__a31o_2	260
sky130_fd_sc_hd__mux2i_1	130
sky130_fd_sc_hd__clkdlybuf4s50_1	490
==> timing repair <==
action / 4_1_cts / 5_1_grt
pin swaps: 1 / 0
setup endpoints to repair: 1 / 2
gates resized: 6 / 4
cloned: 0 / 0
hold buffers: 0 / 0
==> per-layer routing <==
metal,part of all wire (%),global-route usage (%),up-vias,wire length [um]
met2,43,5.79,15,752
met1,47,4.51,294,809
met5,0,0,-,0
li1,-,-,323,-
met4,2.3,1.01,0,40
met3,7.7,1.21,2,133
==> cell families after synthesis <==
kind of cell / Yosys count / synth area share (%)
muxes: 2 / 2.78
xor gates and xnor gates: 7 / 9.57
DFF: 5 / 13.9
adders and majority gates: 14 / 30.6
buffers and inverters: 13 / 8.52
and+or+nand+nor: 38 / 26.1
AOI/OAI and AO/OA: 9 / 8.52
==> power breakdown <==
group	internal [W]	leakage [nW]	total [W]	switching [W]
logic	0.0000191	0.426	0.0000351	0.0000160
registers	0.0000485	0.0409	0.0000552	0.00000662
clock network	0.0000622	0.0228	0.0000853	0.0000231
total	0.000130	0.490	0.000176	0.0000457
Power and IR drop assume default switching activity.
